File: flow/run.sh
#!/bin/bash
# OpenROAD 26Q1-2900-gdf79404cd8, Yosys 0.63+post, stock flow scripts
make -C /OpenROAD-flow-scripts/flow DESIGN_CONFIG=/design/flow/config.mk WORK_HOME=/design/flow/orfs finish
File: flow/config.mk
export PLATFORM = sky130hd
export DESIGN_NAME = sequencer
export DESIGN_NICKNAME = sequencer
export VERILOG_FILES = /design/flow/design.v
export SDC_FILE = /design/flow/constraint.sdc
export NUM_CORES = 4
export LEC_CHECK = 1
export CORE_AREA = 10 10 70 70
export DIE_AREA = 0 0 80 80
File: flow/constraint.sdc
current_design sequencer

set clk_period 3.9
set clk_io_pct 0.2

create_clock -name clk0 -period $clk_period [get_ports {clock}]

set non_clock_inputs [all_inputs -no_clocks]
set_input_delay [expr $clk_period * $clk_io_pct] -clock clk0 $non_clock_inputs
set_output_delay [expr $clk_period * $clk_io_pct] -clock clk0 [all_outputs]
File: flow/design.v
module sequencer #( parameter N = 4'b0100 ) (input logic start, clock, Q0, n_rst,
 output logic add, shift, ready, reset); 
logic [N-1 :0]count = N ; 
enum {Idle, Adding, Shifting, Stopped } present_state, next_state ;
  always_ff@(posedge clock, negedge n_rst)     
		begin : SEQ             
		   if (~n_rst)
                       present_state <= Idle;	 
                   else 
			begin
			if(next_state == Adding ) 
                        	count <= count - 1;
			present_state <= next_state ;	
		     	end
		end
  always_comb 
    begin : COM        
    reset = '0 ;
    shift = '0;
    ready = '0;
    add = '0;
     unique case (present_state)
       Idle : 
         begin            
           reset = '1;
               if (start) 
                 next_state = Adding ;
               else  
                 next_state = present_state;
         end                
       Adding : 
         begin               
                if(Q0)
                   begin           
                       add = '1;
                       next_state = Shifting ;
                   end    
                 else 
                       next_state = Shifting ;       
         end              
       Shifting :
          begin             
            shift = '1;
                if (count > 0)
                    next_state = Adding ;
                else
                    next_state = Stopped ;
         end              
       Stopped : 
          begin           
             ready = '1;
                if (start)
                     next_state = Idle ;
                else 
                     next_state = Stopped ; 
         end          
       endcase
    end  
endmodule
==> changes_impl.md <==
## Implementation

* Outcome: finished clean
* Antenna violations before repair at 0
* IO Count at 8
* DRT iter0 DRCs at 3
* Clock Path Buffers at 2
* Area Growth Syn to Fin at 41.7%
* Grt ovf at 0
* Final setup vio count at 0
* Clock latency at the later pin of the worst-skew pair at approximately 0.25 ns
* MaxCap Viol Count at 0
* Worst Setup Path Type: in -> out
* Worst vdd ir at 0.116 mV
* Largest net degree at the start of global routing at 8
* Buffers on Ports at 7
* WP buf/inv at 2
* DRC Markers at 0
* Post-CTS Setup Bufs at 0
* Clock period minus worst slack at 2.78 ns
* Row count at 21
* Clk slew on worst S/H paths at ~0.050 ns
* Clock Sinks at 8
* Placed cell areas at 497 um^2
* Yosys warnings at 1
* CP max stage delay at between 0.5 and 0.6 ns
* Vias at 252
* CTS buffer count at 3
* Fp util at 0.108
* CP Data Required Time at between 3 and 4 ns
* Upper clock frequency limit at 0.360 GHz
* Via density per instance at approximately 3.0
* Hold Slack at 0.426 ns
* Setup_tns at 0 ns
* Routability cong. at 0.782
* First-pass DRT Iterations at 2
* CTS Hold Bufs at 0
* Crit-path max FO at 1
* Fill cells at 391
* Top cell excl fill/tap: clkdlybuf4s50_1
* Worst path top cell family by delay: buffers and inverters
* Post-route cell area at 523 um^2
* Worst Skew at 0.00600 ns
* Startpoint Class: input port
* WL final at 664 um
* CP most frequent cell: clkdlybuf4s50_1
* Arrival time worst endpoint at 2.00 ns
* Yosys cell types at 16
* Die W at 80 um
* Global-route wire length before repair at 1110 um
* Flip-flop and latch area at roughly 220 um^2
* Worst Tran Pin Value at around 0.6 ns
* Slew HR at 0.598
* Core area at 0.00342 mm^2
* Wire per inst at between 7 and 8 um
* YS chip area at 369 um^2
* CTS tree: done
* RSZ-0062 raised after global routing: no
* Final non-filler cell total at around 84
* P per Cell Area at between 300 and 400 mW/mm^2
* Die area at 0.00640 mm^2
* Total track usage at 0.0219
* Count of final hold-check violations at 0
* Gate Count Post-Synth at 27
* Seq share, synth at 0.600
* Most frequent cells in the layout: clkdlybuf4s50_1, inv_1, edfxtp_1
* Worst Hold Class: reg -> reg
* Leak Pwr at ~0.21 nW
* Setup WS post-layout at 1.12 ns
* CTS H-Tree Depth at 1
* Yosys reg bits at 8
* Mapped cell area at ~370 um^2
* Fin crit share at 0.712
* Crit path cell chain: clkdlybuf4s50_1 > nor4b_1 > clkdlybuf4s50_1
* Logic area at between 100 and 150 um^2
* Tool warnings at 25
* CTS root buffer: clkbuf_4
* Slowest-stage cell, CP: clkdlybuf4s50_1
* Die Y at around 80 um
* Post-CTS sizing at 0
* Yosys cell count at 27
* Max Slew Vio Count at 0
* Syn Area/Cell at 13.7 um^2
* Placed insts at 80
* Crit path capture type: output port
* Vias in the first global route at 247
* Setup WS pre-CTS at 1.13 ns
* Detail Route Antenna Nets at 0
* Fraction of layout cells with a size suffix above 1 at 0.158
* ANT cells at 0
## layer usage
metal / up-vias / routed length (um) / global-route usage
met5: - / 0 / 0
met4: 0 / 0 / 0
met3: 0 / 89 / 0.0193
met2: 12 / 216 / 0.0273
met1: 118 / 357 / 0.0293
li1: 122 / - / -
## cell type report
class	instances	area share
clock buffer	4	0.0502
inverter	4	0.0287
multi-input combinational	15	0.254
sequential	8	0.423
tap	46	0.110
timing repair buffer	7	0.134
## cells in the mapped netlist
| master | number | area, um^2 |
|---|---|---|
| or3b_1 | 1 | 8.76 |
| a21o_1 | 1 | 7.51 |
| edfxtp_1 | 4 | 120 |
| dfrtp_1 | 3 | 75.1 |
| dfstp_2 | 1 | 26.3 |
| inv_1 | 4 | 15.0 |
| nor4bb_2 | 1 | 16.3 |
| xor2_1 | 2 | 17.5 |
| a21oi_1 | 1 | 5.00 |
| nor3_1 | 3 | 15.0 |
| a2111oi_2 | 1 | 15.0 |
| a22o_1 | 1 | 8.76 |
| nor4b_1 | 1 | 8.76 |
| nand2b_1 | 1 | 6.26 |
| ha_1 | 1 | 12.5 |
| mux2_1 | 1 | 11.3 |
## kinds of logic after synthesis
kind of cell,Yosys count,share of synthesized area
xor+xnor,2,0.0475
fa+ha+maj,1,0.0339
flops,8,0.600
buf+inv,4,0.0407
mux,1,0.0305
compound gates,4,0.0983
simple gates,7,0.149
## final timing paths
kind                                               to                       start  slack (ns)  cells after the start
min in group asynchronous  present_state[1]$_DFF_PN0_                       n_rst        0.75                      1
min                        present_state[1]$_DFF_PN0_  present_state[2]$_DFF_PN0_        0.43                      0
min reg2reg                present_state[1]$_DFF_PN0_  present_state[2]$_DFF_PN0_        0.43                      0
max in group asynchronous                   async pin                       n_rst        2.90                      1
max                                               add                          Q0        1.12                      3
max reg2reg                        count[1]$_DFFE_PP_          count[0]$_DFFE_PP_        2.11                      4
## power breakdown
| part | switching, mW | internal [mW] | total, mW | leakage (nW) |
|---|---|---|---|---|
| sequential | 0 | 0.0882 | 0.0882 | 0.0997 |
| combinational | 0.00257 | 0.00409 | 0.00666 | 0.0933 |
| clock | 0.0275 | 0.0391 | 0.0665 | 0.0150 |
## per-stage QoR
| stage | utilization | total power, mW |
|---|---|---|
| finish | 0.153 | 0.161 |
| global route | 0.153 | 0.169 |
| CTS | 0.153 | 0.164 |
| detailed placement | 0.145 | 0.0964 |
| global placement | 0.145 | 0.0963 |
| floorplan | - | 0.0909 |
## worst register-to-register path: cells and delay by family, from the launching register on
family / cells / cell delay, ns
AND/OR/NAND/NOR: 1 / 0.19
flip-flops: 1 / 0.35
AND-OR/OR-AND: 1 / 0.60
adder cells (fa/ha/maj): 1 / 0.23
buffers and inverters: 1 / 0.06
Power is estimated from default activity; no workload was simulated.
